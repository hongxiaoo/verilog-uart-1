`./run.sh`:
```
#!/bin/bash
# OpenROAD 26Q1-2900-gdf79404cd8, Yosys 0.63+post, stock flow scripts
make -C /OpenROAD-flow-scripts/flow DESIGN_CONFIG=/design/flow/config.mk WORK_HOME=/design/flow/orfs finish
```
`./config.mk`:
```
export PLATFORM = sky130hd
export DESIGN_NAME = uart_tx
export DESIGN_NICKNAME = uart_tx
export VERILOG_FILES = /design/flow/design.v
export SDC_FILE = /design/flow/constraint.sdc
export NUM_CORES = 4
export LEC_CHECK = 1
export CORE_UTILIZATION = 30
```
`./constraint.sdc`:
```
current_design uart_tx

set clk_period 3.8
set clk_io_pct 0.2

create_clock -name clk0 -period $clk_period [get_ports {clk}]

set non_clock_inputs [all_inputs -no_clocks]
set_input_delay [expr $clk_period * $clk_io_pct] -clock clk0 $non_clock_inputs
set_output_delay [expr $clk_period * $clk_io_pct] -clock clk0 [all_outputs]
```
`./design.v`:
```
module uart_tx #(
    parameter WIDTH = 8,
    parameter SAMPLE_RATE = 16
) (
    input               clk,
    input               rst,
    input [1:0]         cfg_parity,
    input [1:0]         cfg_stop_bits,
    input [15:0]        cfg_clk_div,
    input [WIDTH-1:0]   tx_din,
    input               tx_valid,
    output reg          tx_ready,
    output reg          uart_tx
);
    reg [2:0]       samples;
    reg             sample_tick;
    reg [15:0]      buad_count;
    parameter IDLE   = 0;
    parameter START  = 1;
    parameter DATA   = 2;
    parameter PARITY = 3;
    parameter STOP   = 4;
    reg [2:0] tx_state;
    reg [7:0] data;
    reg [3:0] data_cnt;
    reg [5:0] sample_cnt;
    reg       parity;
    reg [5:0] stop_cnt_static;
    wire      sampled_all;          
    always @(posedge clk)
    begin
        if (rst)
        begin
            sample_tick <= 1'b0;
            buad_count  <= 'b0;
        end
        else
        begin
            if (buad_count == cfg_clk_div)
            begin
                sample_tick <= 1'b1;
                buad_count  <= 'b0;
            end
            else
            begin
                sample_tick <= 1'b0;
                buad_count  <= buad_count + 1;
            end
        end
    end
    assign sampled_all = (sample_cnt == SAMPLE_RATE);
    always @(posedge clk)
    begin
        if(rst)
        begin
            tx_state <= IDLE;
        end
        else
        begin
            case(tx_state)
                IDLE:
                begin
                    if (tx_valid)
                        tx_state <= START;
                end
                START:
                begin
                    if (sampled_all)
                        tx_state <= DATA;
                end
                DATA:
                begin
                    if (data_cnt == WIDTH)
                        tx_state <= (cfg_parity > 0) ? PARITY : STOP;
                end
                PARITY:
                begin
                    if (sampled_all)
                        tx_state <= STOP;
                end
                STOP:
                begin
                    if (sample_cnt == stop_cnt_static)
                        tx_state <= IDLE;
                end
            endcase
        end
    end
    always @(posedge clk)
    begin
        if(rst)
        begin
            data_cnt    <= 'b0;
            data        <= 'b0;
            sample_cnt  <= 'b0;
            parity      <= 'b0;
            uart_tx     <= 1'b1;
            tx_ready       <= 1'b1;
            stop_cnt_static <= 'b0;
        end
        else
        begin
            stop_cnt_static <= (cfg_stop_bits == 2'b00) ? 16 : (cfg_stop_bits == 2'b01) ? 24 : 32;
            case(tx_state)
                IDLE:
                begin
                    sample_cnt  <= 'b0;
                    data        <= tx_din;
                    data_cnt    <= 'b0;
                    tx_ready    <= ~tx_valid;
                    uart_tx     <= 1'b1;
                end
                START:
                begin
                    sample_cnt  <= sampled_all ? 'b0 : (sample_tick ? sample_cnt + 1 : sample_cnt);
                    uart_tx     <= 1'b0;
                    parity      <= ^data;    
                end
                DATA:
                begin
                    sample_cnt  <= sampled_all ? 'b0 : (sample_tick ? sample_cnt + 1 : sample_cnt);
                    data_cnt    <= sampled_all ? data_cnt + 1 : data_cnt;    
                    data        <= sampled_all ? data>>1 : data;
                    uart_tx     <= data[0];  
                end
                PARITY:
                begin
                    sample_cnt  <= sampled_all ? 'b0 : (sample_tick ? sample_cnt + 1 : sample_cnt);
                    uart_tx     <= (cfg_parity == 1) ^ parity;
                end
                STOP:
                begin
                    sample_cnt  <= sample_tick ? sample_cnt + 1 : sample_cnt;
                    uart_tx     <= 1'b1;
                    tx_ready       <= (sample_cnt == stop_cnt_static) ? 1'b1 : 1'b0;
                end
            endcase
        end
    end
endmodule
```
==> impl_metrics.json <==
{
  "drv_slew": 0,
  "ys_cells": 259,
  "max_slew.worst_pin.slew_ns": 0.596,
  "top_cells_by_area": "dfxtp_1 (39%), xnor2_1 (8.2%), xor2_1 (8.2%), nor2_1 (5.8%), mux2i_1 (3.4%)",
  "hp-class": "register to register",
  "dpl_cell_area_um2": 2730,
  "seqPwrFrac_pct": 52.3,
  "synth_cells": 259,
  "ioPinCount": 33,
  "antenna_left": 0,
  "p_sw_w": 0.000222,
  "fillCellCount": 737,
  "cpPeakStageDelay_ns": 0.56,
  "antennaDiodeCount": 0,
  "ys_ff": 46,
  "track_usage_pct": 11.6,
  "critical_path_class": "input pin to register",
  "clk_path_buf_depth": 2,
  "core_util_floorplan_pct": 31.6,
  "synth.avg_cell_area_um2": 9.03,
  "worst_slack_ns": 1.51,
  "ctsRootBufferMaster": "clkbuf_8",
  "via_count": 1812,
  "cap_viol_max_count": 0,
  "holdBufCountCts": 0,
  "design_area_um2": 2840,
  "relSlewSlack_pct": 59.9,
  "synthFlopType": "dfxtp_1",
  "synth_top_area_share_pct": 39.4,
  "setup_viol": 0,
  "start_kind": "input pin",
  "pre_cts_slack_ns": 1.22,
  "wl_per_cell_um": 11.5,
  "gp_congestion": 0.816,
  "numCtsBuffers": 5,
  "combinationalPowerShare_pct": 11.4,
  "grt_pass1_wl_um": 7790,
  "core_region_area_um2": 7410,
  "syn_to_final_growth_pct": 21.5,
  "clock_latency_ns": 0.30,
  "ir_worst_vdd_mv": 0.138,
  "status": "completed",
  "clkTransAtPathRegs_ns": 0.08,
  "placed_cells": 382,
  "vias_per_cell": 4.65,
  "ctsResizeCount": 0,
  "netlist-cell-type-count": 45,
  "critPathSlowestCell": "nor4_1",
  "cp-end-kind": "register",
  "setup_tns_ns": 0,
  "combGateArea_um2": 1300,
  "warning_count": 27,
  "fin_skew_ns": 0.00644,
  "grt_pass1_vias": 1679,
  "dieArea_um2": 8150,
  "die_h_um": 90.3,
  "path_max_fanout": 16,
  "clock_sinks": 46,
  "ys_seq_share_pct": 39.4,
  "cp.required_ns": 3.98,
  "finalCritPeriodShare_pct": 60.1,
  "crit_chain": "clkdlybuf4s50_1 > xor2_1 > nor4_1 > a41o_2 > nor2_1",
  "internal_power_w": 0.000757,
  "edf_count": 0,
  "p_per_area_nw_per_um2": 344,
  "drc": 0,
  "fmax_ghz": 0.438,
  "drt_iter0_markers": 71,
  "rsz0062_at_grt": "false",
  "htree_levels": 2,
  "flop_area_um2": 921,
  "first_pass_iters": 4,
  "drive_gt1_share_pct": 6.87,
  "min_period_ns": 2.29,
  "routed_wl_um": 4490,
  "die_x_um": 90.3,
  "clkPwrFrac_pct": 36.2,
  "rows": 31,
  "finalHoldViolations": 0,
  "async_flop_share_pct": 0,
  "cts_tree": "done",
  "yosys_warnings": 1,
  "largest_area_cell": "dfxtp_1",
  "hpwl_um": 3280,
  "antenna_found_initial": 0,
  "instances_no_fill": 390,
  "synth.cell_area_um2": 2340,
  "power.leakage_nw": 1.01,
  "swShare_pct": 22.7,
  "postCtsSetupBuffers": 0,
  "grt_max_degree": 18,
  "overflow": 0,
  "arrival_ns": 2.46,
  "io_buffers": 32,
  "ys_chip_area_um2": 2340
}
==> Yosys cell counts (all sizes together), types with 2 or more instances <==
library cell / instances
o21ai: 9
buf: 7
ha: 5
xnor2: 22
o32ai: 2
nand2: 9
inv: 13
nor4: 11
nand4b: 2
a21oi: 9
nand2b: 2
o211ai: 2
dfxtp: 46
and3: 2
nor2: 36
a211oi: 9
nand3: 5
and2: 2
or4: 2
nor3: 5
xor2: 22
nor2b: 3
nand4: 5
a31oi: 4
or3: 3
mux2i: 8
clkbuf: 3
==> worst max-delay path, delay by kind of cell <==
kind,cells,cell delay (ns)
AND-OR/OR-AND,1,0.50
XOR/XNOR,1,0.14
buffers and inverters,1,0.41
AND/OR/NAND/NOR,2,0.65
==> flip-flops by register name, indices dropped and copies added (netlist names) <==
name / flops
tx_state: 5
buad_count: 16
data: 8
stop_cnt_static: 3
sample_cnt: 6
sample_tick: 1
uart_tx: 1
parity: 1
data_cnt: 4
tx_ready: 1
==> cell usage in the layout, fill, tap and decap left out, types with 2 or more instances in the layout <==
cell,count
nand4b_1,2
or3_1,2
nor3_1,5
nand2b_1,2
clkdlybuf4s50_1,32
o32ai_1,2
inv_1,12
dfxtp_1,46
mux2i_1,8
nand4_1,5
nand2_1,9
o21ai_0,7
buf_4,2
clkinv_2,2
or4_4,2
xnor2_1,22
ha_1,5
and3_1,2
nor2_1,36
xor2_1,22
a211oi_1,9
a21oi_1,9
nor4_1,10
a31oi_1,4
and2_1,2
nand3_1,5
nor2b_1,3
clkbuf_8,5
==> layout make-up <==
class / instances / area share [%]
Sequential cell: 46 / 32.4
Clock buffer: 5 / 2.42
Timing Repair Buffer: 34 / 11.8
Multi-Input combinational cell: 190 / 45.9
Tap cell: 99 / 4.36
Clock inverter: 3 / 1.41
Inverter: 13 / 1.72
==> power by group through the flow <==
stage     registers (W)  clock network (W)  logic [W]
5_1_grt        0.000515           0.000388   0.000124
4_1_cts        0.000512           0.000367   0.000113
6_report       0.000512           0.000355   0.000112
==> routing by layer <==
layer | track usage [%] | share of wire [%] | up-vias
met1 | 17.7 | 52 | 805
met2 | 17.9 | 43 | 32
met4 | 1.88 | 1.9 | 0
met5 | 0 | 0 | -
li1 | - | - | 967
met3 | 1.71 | 3.0 | 8
==> logic make-up after synthesis <==
kind of cell	Yosys count	synth area share, %
AND/OR/NAND/NOR	89	20.0
flip-flops	46	39.4
AND-OR/OR-AND	44	13.2
XOR/XNOR	44	16.5
buffers and inverters	23	4.87
multiplexers	8	3.42
adder cells (fa/ha/maj)	5	2.68
==> per-stage QoR <==
step / power [W] / hold WS, ns / util (%)
5_1_grt: 0.00103 / 0.532 / 38.4
6_report: 0.000979 / 0.498 / 38.4
2_1_floorplan: 0.000589 / 0.429 / -
3_5_place_dp: 0.000636 / 0.485 / 36.9
3_3_place_gp: 0.000636 / 0.478 / 36.9
4_1_cts: 0.000992 / 0.505 / 38.4
==> final timing paths <==
path / from / slack, ns / end / cells past startpoint
max reg2reg: tx_state[2]$_DFF_P_ / 1.97 / sample_cnt[2]$_SDFFE_PP0P_ / 5
max: cfg_clk_div[12] / 1.51 / buad_count[4]$_SDFF_PP0_ / 5
min: buad_count[0]$_SDFF_PP0_ / 0.50 / buad_count[0]$_SDFF_PP0_ / 1
min reg2reg: buad_count[0]$_SDFF_PP0_ / 0.50 / buad_count[0]$_SDFF_PP0_ / 1
No activity file was given, so power comes from the tool's default toggle rates.
